[flow/design.v]
`timescale 1ns / 1ps
module Prueba_Switch(
        clk,
        reset,
        Switch0,
        Left,
        Right,
        Aumentar,
        Disminuir,
        locali_cursor,
        dia,
        mes,
        year,
        hora,
        min,
        hora_timer,
        min_timer
    );
 input clk;
 input reset;
 input Switch0;
 input Left;
 input Right;
 input Aumentar;
 input Disminuir;
parameter prmtr = 8;
output [prmtr-1:0]dia;
output [prmtr-1:0]mes;
output [prmtr-1:0]year;
output [prmtr-1:0]hora;
output [prmtr-1:0]min;
output [prmtr-1:0]hora_timer;
output [prmtr-1:0]min_timer;
output reg [3:0] locali_cursor;
reg [prmtr-1:0]dia_reg;
reg [prmtr-1:0]mes_reg;
reg [prmtr-1:0]year_reg;
reg [prmtr-1:0]hora_reg;
reg [prmtr-1:0]min_reg;
reg [prmtr-1:0]hora_timer_reg;
reg [prmtr-1:0]min_timer_reg;
parameter caso_dia = 3'd0;
parameter caso_mes = 3'd1;
parameter caso_year = 3'd2;
reg [2:0] caso = caso_dia;
always@(posedge clk)
if (reset)begin
        locali_cursor = 4'b0; 
        dia_reg <= 8'd0;
        mes_reg <= 8'd0;
        year_reg <=8'd0;
        hora_reg <=8'd0;
        min_reg <=8'd0;
        hora_timer_reg <=8'd0;
        min_timer_reg <=8'd0;
        end
else
   begin
            case (caso)
            caso_dia:begin
                   locali_cursor <= 4'b0; 
                   if (Right)begin
                     caso <=caso_mes;
                   end
                   else begin
                        if (Left) begin
                            caso <= caso_year;
                            end
                        else
                            caso <= caso_dia;
                            if(Aumentar) begin
                                if (dia_reg == 8'd31)begin
                                 dia_reg<= 8'd0;
                                end
                                else begin
                                dia_reg <= dia_reg + 1'b1;
                                end
                            end
                            else begin
                                if(Disminuir)begin
                                    if(dia_reg == 8'd0)begin
                                     dia_reg <= 8'd31;
                                     end
                                    else begin
                                    dia_reg<= dia_reg - 1'b1;
                                    end
                                end
                                else begin
                                dia_reg <= dia_reg;
                                end
                            end
                   end      
            end
            caso_mes:begin
                locali_cursor <= 4'd1; 
                if(Right)begin
                caso <= caso_year;
                end
                else begin
                    if(Left)begin
                    caso <= caso_dia;
                    end   
                    else begin
                    caso <=caso_mes;
                    if(Aumentar) begin
                        if (mes_reg == 8'd31)begin
                         mes_reg<= 8'd0;
                        end
                        else begin
                        mes_reg <= mes_reg + 1'b1;
                        end
                    end
                    else begin
                        if(Disminuir)begin
                            if(mes_reg == 8'd0)begin
                             mes_reg <= 8'd31;
                             end
                            else begin
                            mes_reg<= mes_reg - 1'b1;
                            end
                        end
                        else begin
                        mes_reg <= mes_reg;
                        end
                    end
                    end
                end
            end
            caso_year:begin
            locali_cursor <= 4'd2; 
                if(Right)begin
                caso <= caso_dia;
                end
                else begin
                   if(Left)begin
                   caso <=caso_mes;
                   end 
                   else begin
                   caso <= caso_year;
                     if(Aumentar) begin
                                    if (year_reg == 8'd31)begin
                                     year_reg<= 8'd0;
                                    end
                                    else begin
                                    year_reg <= year_reg + 1'b1;
                                    end
                                end
                                else begin
                                    if(Disminuir)begin
                                        if(year_reg == 8'd0)begin
                                         year_reg <= 8'd31;
                                         end
                                        else begin
                                        year_reg <= year_reg - 1'b1;
                                        end
                                    end
                                    else begin
                                    year_reg <= year_reg;
                                    end
                                end
                   end
                end
            end
            default: caso <= caso_dia;
            endcase
   end
assign dia = dia_reg;
assign mes = mes_reg;
assign year = year_reg;
assign hora = hora_reg;
assign min = min_reg;
assign hora_timer = hora_timer_reg;
assign min_timer = min_timer_reg; 
endmodule
[flow/run.sh]
#!/bin/bash
# OpenROAD 26Q1-2900-gdf79404cd8, Yosys 0.63+post, stock flow scripts
make -C /OpenROAD-flow-scripts/flow DESIGN_CONFIG=/design/flow/config.mk WORK_HOME=/design/flow/orfs finish
[flow/config.mk]
export PLATFORM = sky130hd
export DESIGN_NAME = Prueba_Switch
export DESIGN_NICKNAME = Prueba_Switch
export VERILOG_FILES = /design/flow/design.v
export SDC_FILE = /design/flow/constraint.sdc
export NUM_CORES = 4
export LEC_CHECK = 1
export CORE_AREA = 10 10 104 104
export DIE_AREA = 0 0 114 114
[flow/constraint.sdc]
current_design Prueba_Switch

set clk_period 4.0
set clk_io_pct 0.2

create_clock -name clk0 -period $clk_period [get_ports {clk}]

set non_clock_inputs [all_inputs -no_clocks]
set_input_delay [expr $clk_period * $clk_io_pct] -clock clk0 $non_clock_inputs
set_output_delay [expr $clk_period * $clk_io_pct] -clock clk0 [all_outputs]
==> impl_metrics.env <==
# implementation run metrics
export IMPL_status="finished clean"
export IMPL_top_cells_by_area="dfxtp_1 (21%), buf_4 (10%), nand4_1 (4.1%), nor3_1 (3.3%), clkbuf_1 (3.2%)"
export IMPL_yosysChipArea_mm2=0.00244
export IMPL_grt_first_pass_wirelength_um=11000
export IMPL_p_seq_share_pct=49.4
export IMPL_grtUsageTotal_pct=9.81
export IMPL_synthSimpleGateAreaFrac_pct=28.9
export IMPL_fp_dieH_um=114
export IMPL_place_hpwl_um=4750
export IMPL_skew_ns=0.00625
export IMPL_critPathRequiredTime_ns=4.19
export IMPL_fillers=955
export IMPL_core_mm2=0.00868
export IMPL_mostFrequentLayoutCell="conb_1"
export IMPL_worstMarginPinSlew_ns=0.849
export IMPL_clk_pin_slew_ns=0.11
export IMPL_antenna_found_initial=0
export IMPL_drtIter0Drc=160
export IMPL_edf_count=2
export IMPL_regArea_um2=581
export IMPL_period_used_pct=67.8
export IMPL_synth_adder_area_share_pct=3.07
export IMPL_yosys_warnings=1
export IMPL_wirelength_um=6650
export IMPL_yosys_cells=319
export IMPL_drv_slew=0
export IMPL_ios=67
export IMPL_final_cell_mix="conb_1 (34), clkdlybuf4s50_1 (31), dfxtp_1 (26), nor2_1 (21), nand2_1 (17)"
export IMPL_fmax_ghz=0.369
export IMPL_netSwitchingPower_uw=190
export IMPL_switching_share_pct=29.8
export IMPL_cp_end_kind="flop"
export IMPL_cp_startpoint="Aumentar"
export IMPL_yosysSeqAreaShare_pct=23.8
export IMPL_yosysUniqueCellTypes=61
export IMPL_mux_share_pct=1.64
export IMPL_clk_latency_ns=0.28
export IMPL_num_rows=34
export IMPL_path_class="in2reg"
export IMPL_top_cell_area_share_pct=21.3
export IMPL_grt_pass1_vias=2192
export IMPL_warning_count=29
export IMPL_grt_max_degree=22
export IMPL_setup_viol=0
export IMPL_synthCells=319
export IMPL_hold_path_startpoint="dia_reg[5]"
export IMPL_via_per_inst=5.33
export IMPL_layout_setup_ws_ns=1.29
export IMPL_postCtsSetupRepairBufs=0
export IMPL_die_x_um=114
export IMPL_grt_ovfl_total=0
export IMPL_diodes=0
export IMPL_cts_resized=0
export IMPL_yosys_area_top_type="dfxtp_1"
export IMPL_finalHoldViolations=0
export IMPL_design_die_area_mm2=0.0130
export IMPL_initCoreUtil_pct=28.2
export IMPL_cp_max_fo=13
export IMPL_relSlewSlack_pct=43.0
export IMPL_p_leak_uw=0.000937
export IMPL_synth_xor_area_share_pct=3.58
export IMPL_cts_inserted_buffers=3
export IMPL_flop_cell="dfxtp_1"
export IMPL_syn_area_per_cell_um2=7.66
export IMPL_combinationalPowerShare_pct=21.3
export IMPL_hold_buffers=0
export IMPL_cts_htree_levels=1
export IMPL_firstDrtPassIters=6
export IMPL_period_minus_slack_ns=2.71
export IMPL_ant_nets=0
export IMPL_ys_flops=28
export IMPL_cts_root_buf="clkbuf_8"
export IMPL_route_detailed_drc=0
export IMPL_clock_path_buffers=2
export IMPL_ir_drop_v=0.000137
export IMPL_place_ws_ns=0.998
export IMPL_gp_congestion=0.931
export IMPL_vias=2317
export IMPL_place_area_mm2=0.00265
export IMPL_async_flop_share_pct=0
export IMPL_top_logic_kind="simple AND/OR/NAND/NOR gates"
export IMPL_p_int_uw=446
export IMPL_rsz0062_at_grt="false"
export IMPL_layout_area_comb_mm2=0.00156
export IMPL_worstHoldPathType="reg2reg"
export IMPL_fin_setup_tns_ns=0
export IMPL_cp_start_kind="primary input"
export IMPL_power_frac_clock_pct=29.3
export IMPL_compound_area_share_pct=21.2
export IMPL_final_area_mm2=0.00271
export IMPL_clkSinkCount=28
export IMPL_wire_per_inst_um=15.3
export IMPL_netlist_area_mm2=0.00244
export IMPL_drv_cap=0
export IMPL_syn_to_final_growth_pct=10.9
export IMPL_drive_above_1_share_pct=7.03
export IMPL_crit_arrival_ns=2.90
export IMPL_portBuffers=31
export IMPL_rr_startpoint="caso[0]"
export IMPL_powerDensity_mw_per_mm2=235
export IMPL_cts_tree="done"
-- path summary, 6_finish.rpt --
check / slack (ns) / end / cells after the start
min: 0.59 / dia_reg[5] / 2
min reg2reg: 0.59 / dia_reg[5] / 2
max reg2reg: 1.90 / year_reg[3] / 4
max: 1.29 / dia_reg[4] / 6
-- cell families after synthesis --
kind of cell | after synthesis
multiplexers | 4
buffers and inverters | 75
AND-OR/OR-AND | 73
other | 1
AND/OR/NAND/NOR | 122
XOR/XNOR | 10
flip-flops | 28
adder cells (fa/ha/maj) | 6
-- synthesized netlist by cell type (all sizes together), types with 3 or more instances --
cell	number
a211oi	7
a21oi	15
a22oi	3
a311oi	3
a31oi	6
and3	6
and4	4
buf	42
clkbuf	22
dfxtp	26
ha	6
inv	11
mux2i	4
nand2	17
nand3	14
nand4	16
nor2	22
nor3	16
nor4b	5
o21ai	8
o31a	4
o32ai	3
or4	3
or4b	7
xnor2	9
-- cell type report --
type	instances	area share [%]
inverters	11	1.52
well taps	108	4.99
repair buffers	35	12.6
flip-flops and latches	28	21.4
multi-input cells	249	57.5
clock buffers	4	2.03
-- critical path: stages --
cell and delay [ns]:
clkdlybuf4s50_1 0.68, buf_4 0.32, or4b_2 0.61, a211oi_1 0.29, xnor2_1 0.15, nor2_1 0.05
-- power groups by stage --
stage                 registers, uW  logic, uW  clock network (uW)
after CTS                       314        136                 197
after global routing            317        153                 206
final                           314        135                 186
-- per-layer routing --
| layer | vias to the layer above | routed length [um] | GRT usage, % |
|---|---|---|---|
| li1 | 1134 | - | - |
| met1 | 1087 | 3190 | 14.4 |
| met2 | 89 | 2910 | 14.9 |
| met3 | 7 | 466 | 2.39 |
| met4 | 0 | 70 | 0.835 |
| met5 | - | 0 | 0 |
-- metrics by stage --
| step | hold WS, ns | utilization [%] | instances | power (uW) |
|---|---|---|---|---|
| after global routing | 0.620 | 31.2 | 435 | 676 |
| final | 0.591 | 31.2 | 435 | 636 |
| after detailed placement | 0.570 | 30.6 | 431 | 456 |
| after global placement | 0.562 | 30.6 | 431 | 456 |
| after floorplan | 0.506 | - | 352 | 433 |
| after CTS | 0.599 | 31.2 | 435 | 647 |
No activity file was given, so power comes from the tool's default toggle rates.
